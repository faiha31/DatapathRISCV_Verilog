==> design/flow/constraint.sdc <==
current_design sign_extension

set clk_period 1.4
set clk_io_pct 0.2

create_clock -name clk0 -period $clk_period

set non_clock_inputs [all_inputs -no_clocks]
set_input_delay [expr $clk_period * $clk_io_pct] -clock clk0 $non_clock_inputs
set_output_delay [expr $clk_period * $clk_io_pct] -clock clk0 [all_outputs]
==> design/flow/config.mk <==
export PLATFORM = sky130hd
export DESIGN_NAME = sign_extension
export DESIGN_NICKNAME = sign_extension
export VERILOG_FILES = /design/flow/design.v
export SDC_FILE = /design/flow/constraint.sdc
export NUM_CORES = 4
export LEC_CHECK = 1
export CORE_AREA = 10 10 70 70
export DIE_AREA = 0 0 80 80
export SYNTH_HDL_FRONTEND = slang
==> design/flow/run.sh <==
#!/bin/bash
# OpenROAD 26Q1-2900-gdf79404cd8, Yosys 0.63+post, stock flow scripts
make -C /OpenROAD-flow-scripts/flow DESIGN_CONFIG=/design/flow/config.mk WORK_HOME=/design/flow/orfs finish
==> design/flow/design.v <==
module sign_extension(out, IR,ExtendSign);
    output  [31:0] out;
    input   [31:0] IR;
	input [1:0]ExtendSign;
	wire [11:0] imm_i,imm_s,imm_b;
	assign imm_i = {{20{IR[31]}},IR[31:20]};
	assign imm_s = {{20{IR[31]}},{ IR[31:25] , IR[11:7] }};
	assign imm_b = {{18{IR[12]}},{ IR[12], IR[7], IR[30:25], IR[11:8]},2'b00};
	assign out = (ExtendSign==2'b00) ? imm_i
				  : (ExtendSign==2'b01) ? imm_s 
				  : (ExtendSign==2'b10) ? imm_b
				  : 32'bx;
endmodule
==> impl_metrics.toml <==
# flow metrics
[sta]
fin_crit_ns = 1.40
fmaxAchievable_mhz = 715
setup_viol = 0
postLayoutSetupSlackWorst_ns = 0.00151
rsz0062_at_grt = "true"
finalHoldViolations = 0
slew_violations = 0
period_used_share = 0.999

[finish]
ff_count = 0
nFillCells = 384
logic_area_um2 = 249
final_cells = 123
final_cell_mix = "conb_1 (20), dlygate4sd2_1 (17), clkdlybuf4s50_1 (6)"
layout_top_cell = "conb_1"
n_clock_buffer = 0
syn2layout_area_growth_pct = 79.2
final_area_um2 = 637
ff_latch_area_um2 = 0
post_route_cells_drive_above_1_share = 0.234

[floorplanning]
core_um2 = 3420
ioPinCount = 66
die_w_um = 80
initCoreUtil = 0.104
chipArea_um2 = 6400
rows = 21
die_h_um = 80

[setup_path]
criticalPathCategory = "input pin to output pin"
slowest_delay_ns = 0.25
critPathRequiredTime_ns = 1.12
crit_slowest_cell = "dlygate4sd2_1"
worstSetupStartpointType = "input pin"
crit_chain = "dlygate4sd2_1 -> buf_4 -> mux2i_2 -> o21ai_1 -> clkdlybuf4s15_1"
crit_buf_inv = 3
cp.arrival_ns = 1.12
crit_path_start = "ExtendSign[0]"
cp_max_fo = 2
end_kind = "output pin"
worst_path_dominant_cell_family = "buffers and inverters"

[worst_hold_path]
hold_path_depth = 4
whs_endpoint = "out[2]"
hp-start = "IR[8]"
min_path_type = "input pin to output pin"

[place]
dp_slack_ns = -0.581
dp.cells = 121
place_congestion = 0.730
port_buffers = 31
placed_area_um2 = 643

[clock_network]
ctsHoldBuffers = 0

[grt]
grtUsageTotal = 0.0319
overflow = 0
grt_max_degree = 9
grt_pass1_wl_um = 1760
grt_antenna_before_repair = 0
grt_pass1_vias = 367

[logic_synthesis]
yosysSeqAreaShare = 0
post_synth_inst_count = 44
ys_cells = 44
yosysChipArea_um2 = 355
synth.distinct_cells = 11
synth_warnings = 0
syn_area_um2 = 355
postSynthAreaPerCell_um2 = 8.08

[detailed_routing]
wl_per_cell_um = 10.0
antenna_cells = 0
vias = 343
via_per_inst = 2.79
first_pass_iters = 2
antenna_left = 0
drc_errors = 0
drt_iter0_drc = 6
routed_wirelength_um = 1230

[job]
tool_warnings = 48
maxCapViolCount = 0

[power]
power_density_nw_per_um2 = 218
vdd_drop_max_mv = 0.0283
power.leakage_nw = 0.342

[run_status]
status = "finished clean"
==> cell type report <==
class | instances | area share
repair buffers | 37 | 0.519
well taps | 46 | 0.0904
multi-input cells | 40 | 0.391
==> how the worst max path moves through the flow <==
| stage | to | cells past startpoint |
|---|---|---|
| after CTS | out[0] | 4 |
| after global routing | out[4] | 5 |
| final | out[4] | 5 |
==> cell families (layout without fill, tap and decap cells) <==
group | Yosys count | after routing | synth area share
buffers and inverters | 23 | 37 | 0.511
multiplexers | 12 | 12 | 0.384
AND/OR/NAND/NOR | 5 | 5 | 0.0528
AND-OR/OR-AND | 3 | 3 | 0.0422
other | 1 | 20 | 0.0106
==> worst min-delay path, cell delays in order <==
cell	delay [ns]
dlygate4sd2_1	0.21
nand2_1	0.05
o21ai_1	0.06
buf_2	0.10
==> metal layers <==
layer | global-route usage | routed length, um | share of wire
met5 | 0 | 0 | 0
met4 | 0 | 0 | 0
met3 | 0.00795 | 110 | 0.089
met2 | 0.0562 | 614 | 0.50
met1 | 0.0402 | 506 | 0.41
==> Yosys cell counts <==
library cell | instances | area [um^2]
mux2i_1 | 5 | 50.1
mux2_2 | 5 | 56.3
nor2_1 | 2 | 7.51
mux2_4 | 2 | 30.0
buf_6 | 1 | 11.3
conb_1 | 1 | 3.75
buf_2 | 1 | 5.00
buf_8 | 1 | 15.0
o21ai_0 | 3 | 15.0
nand2_1 | 3 | 11.3
buf_4 | 20 | 150
==> per-stage QoR <==
step | hold WS, ns | util | power, mW | TNS (ns)
6_report | 0.984 | 0.186 | 0.139 | 0
5_1_grt | 1.02 | 0.186 | 0.155 | -0.0380
3_5_place_dp | 1.52 | 0.188 | 0.164 | -6.11
2_1_floorplan | 0.616 | - | 0.0852 | 0
4_1_cts | 0.998 | 0.182 | 0.140 | 0
3_3_place_gp | 1.51 | 0.188 | 0.165 | -5.99
==> report_power, final <==
| part | internal [mW] | total (mW) | switching (mW) |
|---|---|---|---|
| clock network | 0 | 0 | 0 |
| logic | 0.0984 | 0.139 | 0.0406 |
| registers | 0 | 0 | 0 |
| total | 0.0984 | 0.139 | 0.0406 |
==> timing repair <==
item / in CTS / in global routing
setup endpoints to repair: 12 / 5
pin swaps: 5 / 3
gates resized: 37 / 6
hold endpoints to repair: 0 / 0
buffers inserted: 1 / 1
No activity file was given, so power comes from the tool's default toggle rates.
